===== flow/design.v =====
`timescale 1ns / 1ps
module MCycle
    #(parameter width = 4)  
    (
        input CLK,
        input RESET,  
        input Start,  
        input [1:0] MCycleOp,  
        input [width-1:0] Operand1,  
        input [width-1:0] Operand2,  
        output reg [width-1:0] Result1,  
        output reg [width-1:0] Result2,  
        output reg Busy  
    );
    parameter IDLE = 1'b0 ;   
    parameter COMPUTING = 1'b1 ;  
    reg state = IDLE ;
    reg n_state = IDLE ;
    reg done ;
    reg [7:0] count = 0 ;  
    reg [2*width-1:0] temp_sum = 0 ;
    reg [2*width-1:0] shifted_op1 = 0 ;
    reg [2*width-1:0] shifted_op2 = 0 ;     
    always@( state, done, Start, RESET ) begin : IDLE_PROCESS  
        Busy <= 1'b0 ;
        n_state <= IDLE ;
        if(~RESET)
            case(state)
                IDLE: begin
                    if(Start) begin  
                        n_state <= COMPUTING ;
                        Busy <= 1'b1 ;
                    end
                end
                COMPUTING: begin
                    if(~done) begin
                        n_state <= COMPUTING ;
                        Busy <= 1'b1 ;
                    end
                end        
            endcase    
    end
    always@( posedge CLK ) begin : STATE_UPDATE_PROCESS  
        state <= n_state ;    
    end
    always@( posedge CLK ) begin : COMPUTING_PROCESS  
        if( RESET | (n_state == COMPUTING & state == IDLE) ) begin  
            count = 0 ;
            temp_sum = 0 ;
            shifted_op1 = { {width{~MCycleOp[0] & Operand1[width-1]}}, Operand1 } ;  
            shifted_op2 = { {width{~MCycleOp[0] & Operand2[width-1]}}, Operand2 } ; 
        end ;
        done <= 1'b0 ;   
        if( ~MCycleOp[1] ) begin  
            if( shifted_op2[0] )  
                temp_sum = temp_sum + shifted_op1 ;  
            shifted_op2 = {1'b0, shifted_op2[2*width-1 : 1]} ;
            shifted_op1 = {shifted_op1[2*width-2 : 0], 1'b0} ;    
            if( (MCycleOp[0] & count == width-1) | (~MCycleOp[0] & count == 2*width-1) )  
                done <= 1'b1 ;   
            count = count + 1;    
        end    
        else begin  
            temp_sum[2*width-1 : width] = Operand1 ;
            temp_sum[width-1 : 0] = Operand2 ;
            done <= 1'b1 ;          
        end ;
        Result2 <= temp_sum[2*width-1 : width] ;
        Result1 <= temp_sum[width-1 : 0] ;
    end
endmodule

===== flow/run.sh =====
#!/bin/bash
# OpenROAD 26Q1-2900-gdf79404cd8, Yosys 0.63+post, stock flow scripts
make -C /OpenROAD-flow-scripts/flow DESIGN_CONFIG=/design/flow/config.mk WORK_HOME=/design/flow/orfs finish

===== flow/config.mk =====
export PLATFORM = sky130hd
export DESIGN_NAME = MCycle
export DESIGN_NICKNAME = MCycle
export VERILOG_FILES = /design/flow/design.v
export SDC_FILE = /design/flow/constraint.sdc
export NUM_CORES = 4
export LEC_CHECK = 1
export CORE_UTILIZATION = 30

===== flow/constraint.sdc =====
current_design MCycle

set clk_period 9.0
set clk_io_pct 0.2

create_clock -name clk0 -period $clk_period [get_ports {CLK}]

set non_clock_inputs [all_inputs -no_clocks]
set_input_delay [expr $clk_period * $clk_io_pct] -clock clk0 $non_clock_inputs
set_output_delay [expr $clk_period * $clk_io_pct] -clock clk0 [all_outputs]

==> job_summary.md <==
### Yosys + OpenROAD results

| Metric | Value |
|---|---|
| Placed cell count | 292 |
| Seq/Total Area, Yosys | 0.4333 |
| Final hold slack | 506.8 ps |
| Clock-pin slew on the worst setup and hold paths | 80 ps |
| Netlist cell types | 42 |
| Port Buffers | 21 |
| Worst Path Required | 7200 ps |
| Layout cells sized above 1 | 0.07111 |
| Yosys warns | 1 |
| Clock root cell | clkbuf_8 |
| # diodes | 0 |
| Gr usage total | 0.1276 |
| Normalized max-slew margin | 0.5874 |
| WS Path Type | in2out |
| Area delta synth->final | 18.70% |
| CP max stage cell | clkdlybuf4s50_1 |
| Number of enable flip-flop cells | 0 |
| DIE HEIGHT | 82.43 um |
| Initial antenna violation count | 0 |
| H-tree depth | 2 |
| VDD IR max | 0.00007078 V |
| Syn avg cell area | 9.513 um^2 |
| Die Area | 0.006795 mm^2 |
| Detailed Route Iter0 Violations | 84 |
| Gate Count Post-Synth | 204 |
| Post-CTS resize count | 0 |
| Vias in the first global route | 1,307 |
| Layout Cells excl Fill | 300 |
| RSZ-0062 raised after global routing | no |
| Clock Sinks | 42 |
| Inserted Clock Buffers | 5 |
| GP Congestion | 0.8871 |
| Setup violators final | 0 |
| Top-Level Pins | 22 |
| Setup TNS Final | 0 ps |
| Top FF cell, synth | dfxtp_1 |
| Width of the die | 82.43 um |
| Worst-margin pin slew | 617.4 ps |
| Layout Skew | 8.915 ps |
| Cell depth of the worst flop-to-flop path | 12 |
| Row cnt | 28 |
| TritonCTS clock tree | done |
| Setup bufs post-CTS | 0 |
| DRT Wirelength | 4050 um |
| Crit path max-delay family | buffers and inverters |
| Slew Limit Fails | 0 |
| Crit Path Max Fanout | 13 |
| Clock tree buffer depth | 2 |
| DRC viols | 0 |
| Cell breakdown of the critical path | clkdlybuf4s50_1 -> nand2b_4 -> a21oi_1 -> clkdlybuf4s50_1 |
| Most common logic cells in the final layout | dfxtp_1, a21oi_1, clkdlybuf4s50_1 |
| Routed Antenna Nets | 0 |
| DP Area | 0.002206 mm^2 |
| # Cells Yosys | 204 |
| Latency at later pin | 300 ps |
| WL/cell | 13.50 um |
| HPWL reported at the end of detailed placement | 2833 um |
| Dpl ws | 3881 ps |
| Fin area | 0.002303 mm^2 |
| Largest net degree at the start of global routing | 30 |
| Pre-placement core utilization | 0.3183 |
| Yosys chip area | 0.001941 mm^2 |
| Final Cycle Share | 0.5407 |
| PnR worst setup slack | 4134 ps |
| Most used cell, CP | clkdlybuf4s50_1 |
| Hold depth | 2 |
| Crit start category | input port |
| Core Region | 0.006096 mm^2 |
| Mapped cell area | 0.001941 mm^2 |
| Fill cell count | 628 |
| Max cap viols | 0 |
| First-pass GRT wire length | 6417 um |
| Post-synth ARST share | 0 |
| Critical Path End Type | primary output |
| Total power | 0.4211 mW |
| LEAKAGE | 1.024 nW |
| DRT Pass-1 Iters | 4 |
| CP Depth | 4 |
| Finished Core Util | 0.3779 |
| CP peak stage delay | 500 ps |
| Fmax | 205.5 MHz |
| Outcome | complete, no violations |
| Vias/cell | 4.940 |
| Post-CTS Hold Fix Bufs | 0 |
| Total grt overflow | 0 |
| Final hold viol count | 0 |
| Commonest Layout Cell | dfxtp_1 |
| OpenROAD warning count | 25 |
| Power Density | 182.8 mW/mm^2 |
| Worst hold path type | reg2reg |
| Flops after synth | 42 |
| Fin crit period | 4866 ps |
| Data arrival, critical path | 3070 ps |
| WP buf/inv | 2 |
| Total number of vias | 1,482 |
[cells by family after synthesis]
kind of cell | Yosys count | share of synthesized area
DFF | 42 | 0.4333
muxes | 18 | 0.09542
xor gates and xnor gates | 13 | 0.05867
AOI/OAI and AO/OA | 48 | 0.1560
buffers and inverters | 22 | 0.04900
and+or+nand+nor | 52 | 0.1457
adders and majority gates | 9 | 0.06190
[metal layers]
metal  vias to the layer above  GRT usage  part of all wire
li1                        759          -                 -
met1                       696     0.1995              0.53
met2                        22     0.1868              0.41
met3                         5    0.02899             0.043
met4                         0    0.01579             0.016
met5                         -          0                 0
[report_power, final]
part / switching, mW / leakage [nW] / total, mW / internal, mW
sequential: 0.00744 / 0.350 / 0.212 / 0.205
clock: 0.0724 / 0.0506 / 0.130 / 0.0580
combinational: 0.0393 / 0.623 / 0.0786 / 0.0392
total: 0.119 / 1.02 / 0.421 / 0.302
[Yosys cell counts, types with 2 or more instances]
cell type / instances / area (um^2)
xnor2_1: 4 / 35.03
and3_1: 11 / 68.82
nor3_1: 2 / 10.01
buf_2: 4 / 20.02
nand3_1: 2 / 10.01
nand2_1: 8 / 30.03
dfxtp_1: 42 / 840.8
o2bb2ai_1: 2 / 17.52
a31oi_1: 2 / 12.51
nand4_1: 4 / 25.02
ha_1: 8 / 100.1
clkbuf_1: 4 / 15.01
mux2_2: 4 / 45.04
nor2b_1: 4 / 25.02
inv_1: 13 / 48.80
nor2_1: 14 / 52.55
mux2i_1: 14 / 140.1
o21ai_0: 5 / 25.02
xor2_1: 9 / 78.83
a21o_1: 3 / 22.52
a211oi_1: 3 / 22.52
a21oi_1: 22 / 110.1
[state kept, by name, summed over array words and instances, names as in the netlist]
| name | cells |
|---|---|
| Result1 | 4 |
| Result2 | 4 |
| count | 8 |
| done | 1 |
| shifted_op1 | 8 |
| shifted_op2 | 8 |
| state | 1 |
| temp_sum | 8 |
[worst paths after layout]
kind,from,to,slack (ps)
min reg2reg,done$_SDFF_PP1_,state$_DFF_P_,510
max reg2reg,state$_DFF_P_,temp_sum[6]$_DFF_P_,5830
min,done$_SDFF_PP1_,state$_DFF_P_,510
max,Start,Busy,4130
[worst min-delay path, cell delays in order, from the launching register on]
cell,delay [ps]
dfxtp_1,310
or2b_1,90
a21oi_1,70
[final cells by class]
cell class              instances  area [um^2]  area share
clock buffers                   5        68.82     0.02988
clock inverters                 3        28.78     0.01249
inverters                      13        48.80     0.02118
multi-input cells             140         1005      0.4362
flip-flops and latches         42        840.8      0.3650
well taps                      75        93.84     0.04074
repair buffers                 22        217.7     0.09451
Power and IR drop assume default switching activity.
